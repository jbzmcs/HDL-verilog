===== /design/flow/config.mk =====
export PLATFORM = sky130hd
export DESIGN_NAME = full_adder_subtractor
export DESIGN_NICKNAME = full_adder_subtractor
export VERILOG_FILES = /design/flow/design.v
export SDC_FILE = /design/flow/constraint.sdc
export NUM_CORES = 4
export LEC_CHECK = 1
export CORE_AREA = 10 10 70 70
export DIE_AREA = 0 0 80 80

===== /design/flow/constraint.sdc =====
current_design full_adder_subtractor

set clk_period 2.9
set clk_io_pct 0.2

create_clock -name clk0 -period $clk_period

set non_clock_inputs [all_inputs -no_clocks]
set_input_delay [expr $clk_period * $clk_io_pct] -clock clk0 $non_clock_inputs
set_output_delay [expr $clk_period * $clk_io_pct] -clock clk0 [all_outputs]

===== /design/flow/design.v =====
module xorGate_df(input a,b, output c);
    assign c = a ^ b;  
endmodule
module full_adder_df(output sum, carry, input a,b,c);
    assign sum = (a ^ b) ^ c;
    assign carry = (((a ^ b)&c) ^ (a&b));
endmodule
module full_adder_subtractor(
    output [4:0] cOut,      
    output [3:0] s,         
    input [3:0] a, b,       
    input cIn               
);
    wire [3:0] xorOut;     
    wire [3:0] carry;      
    xorGate_df xor0(.a(cIn), .b(b[0]), .c(xorOut[0]));
    xorGate_df xor1(.a(cIn), .b(b[1]), .c(xorOut[1]));
    xorGate_df xor2(.a(cIn), .b(b[2]), .c(xorOut[2]));
    xorGate_df xor3(.a(cIn), .b(b[3]), .c(xorOut[3]));
    full_adder_df fa0(.sum(s[0]), .carry(carry[0]), .a(a[0]), .b(xorOut[0]), .c(cIn));
    full_adder_df fa1(.sum(s[1]), .carry(carry[1]), .a(a[1]), .b(xorOut[1]), .c(carry[0]));
    full_adder_df fa2(.sum(s[2]), .carry(carry[2]), .a(a[2]), .b(xorOut[2]), .c(carry[1]));
    full_adder_df fa3(.sum(s[3]), .carry(cOut[3]), .a(a[3]), .b(xorOut[3]), .c(carry[2]));
    assign cOut[4] = cOut[3];   
endmodule

===== /design/flow/run.sh =====
#!/bin/bash
# OpenROAD 26Q1-2900-gdf79404cd8, Yosys 0.63+post, stock flow scripts
make -C /OpenROAD-flow-scripts/flow DESIGN_CONFIG=/design/flow/config.mk WORK_HOME=/design/flow/orfs finish

==> metrics.csv <==
metric,value,unit
wl_met3,170,um
gp_congestion,0.7238,
synth-area-yosys,195.2,um2
required,2320,ps
overflow,0,
netlist_area,195.2,um2
drt-wirelength-per-cell,7.333,um
die_y,80,um
io_buffers,15,
synth_cells,23,
cp-start-kind,primary input,
nClkBuffers,0,
dp_hpwl,544.6,um
yosys_warnings,3,
cp_max_fo,1,
utilization,10.18,%
place_inst,78,
postRouteWirelength,572,um
grt_pass1_wl,855,um
die_w,80,um
fp_util,5.714,%
regArea,0,um2
place_ws,-740.6,ps
vias,136,
ys_top_cells_by_area,"buf_4 35%, fa_1 31%, inv_1 9.6%, xnor2_1 9.0%, xor2_1 9.0%",
diodes,0,
warnings,32,
crit_type,in -> out,
top_area_share,34.62,%
hold_buffers,0,
finalCritPeriodShare,98.24,%
core_area,3416,um2
cp.arrival,2270,ps
ir_drop,43.46,uV
stdcell_count,78,
holdWs,1824,ps
ff_count,0,
rsz0062_at_grt,false,
power_density,175.0,nW/um2
hold_viol,0,
setup_violations,0,
fill_cells,407,
fmax,351.0,MHz
min_period,2849,ps
pin_count,18,
finalMaxSlewViolations,0,
drtIter0Drc,0,
viasPerCell,1.744,
endpoint_kind,output pin,
antenna_found_initial,0,
wl_met2,174,um
num_rows,21,
drive_above_1_share,31.25,%
dr.pass1.iters,1,
drv_cap,0,
p_leak,0.1484,nW
m1WireLength,227,um
grt_pass1_vias,151,
grt_max_degree,5,
run_status,finished clean,
drc,0,
ys_cells,23,
syn_area_per_cell,8.486,um2
grt_util_all_layers,1.715,%
hp-class,in -> out,
yosys.cell_types.count,7,
areaGrowthSynthToFinish,78.21,%
postRouteAntennaNets,0,
die_area,6400,um2
top_area_cell,buf_4,
cts_setup_buffers,0,
synth_seq_share,0,%
top_layer_used,met3,
fin_ws,51.08,ps
logic make-up (layout without fill, tap and decap cells):
family	Yosys count	count (layout)	synth area share, %
XOR/XNOR	4	4	17.95
multiplexers	1	1	5.128
other	1	3	1.921
buffers and inverters	14	21	44.23
adder cells (fa/ha/maj)	3	3	30.77
power breakdown:
| part | switching (mW) | total [mW] | internal [mW] | leakage, nW |
|---|---|---|---|---|
| registers | 0 | 0 | 0 | 0 |
| logic | 0.0226 | 0.0609 | 0.0383 | 0.148 |
| clock network | 0 | 0 | 0 | 0 |
area by class of cell:
class | instances | area [um2] | share of cell area (%)
timing repair buffer | 16 | 136.4 | 39.21
tap | 46 | 57.56 | 16.55
multi-input combinational | 11 | 135.1 | 38.85
inverter | 5 | 18.77 | 5.396
through the flow:
stage | area [um2] | setup TNS, ps | power [mW]
6_report | 347.8 | 0 | 0.06086
5_1_grt | 347.8 | 0 | 0.07057
4_1_cts | 347.8 | 0 | 0.06156
3_5_place_dp | 350.3 | -2200 | 0.06962
3_3_place_gp | 350.3 | -2140 | 0.06945
2_1_floorplan | 202.7 | 0 | 0.04044
placed cells by master (no fill, tap or decap):
cell             instances
clkdlybuf4s15_1          1
xor2_1                   2
fa_2                     3
conb_1                   3
mux2i_2                  1
xnor2_2                  1
dlygate4sd2_1            5
inv_1                    4
buf_4                    1
clkbuf_2                 1
xnor2_1                  1
inv_2                    1
clkdlybuf4s50_1          6
buf_2                    2
Yosys cell counts:
cell type,n
inv_1,5
mux2i_1,1
xnor2_1,2
xor2_1,2
buf_4,9
conb_1,1
fa_1,3
critical path, stage by stage:
cell           delay, ps
dlygate4sd2_1        260
xnor2_2              140
fa_2                 340
fa_2                 340
inv_2                 70
fa_2                 410
buf_2                140
path summary, 6_finish.rpt:
kind / start / endpoint / slack [ps] / depth (start not counted)
max: b[1] / s[3] / 50 / 7
min: b[0] / s[0] / 1820 / 4
what timing repair did:
action | CTS | global route
pin swaps | 2 | 1
gates resized | 22 | 3
setup endpoints to repair | 5 | 1
per-layer routing:
metal  GRT usage [%]  vias up
met5               0        -
met4               0        0
met3           1.932        0
met2           1.766       13
met1           2.333       53
li1                -       70
No activity file was given, so power comes from the tool's default toggle rates.
