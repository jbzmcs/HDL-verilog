==> flow/design.v <==
module alu4 (
input [3:0] A,
input [3:0] B,
input Cin,  
input [1:0] Operation,  
input Mode,  
output [3:0] F,  
output Cout  
);
reg [3:0] result;
reg carry_out;
always @(*) begin  
case (Mode)
1'b0: begin  
case (Operation)
2'b00: result = A & B;  
2'b01: result = A | B;  
2'b10: result = A ^ B;  
2'b11: result = (A ^ B);  
endcase
carry_out = 1'b0;  
end
1'b1: begin  
case ({Operation, Cin})
3'b000: result = A;  
3'b001: {carry_out, result} = A + 1'b1;  
3'b010: {carry_out, result} = A + B;  
3'b011: {carry_out, result} = A + B + 1'b1;  
3'b100: {carry_out, result} = A + (~B);  
3'b101: {carry_out, result} = A + (~B);  
3'b110: {carry_out, result} = (A) + B;  
3'b111: {carry_out, result} = (A) + B + 1'b1;  
endcase
end
endcase
end
assign F = result;
assign Cout = carry_out;
endmodule
==> flow/run.sh <==
#!/bin/bash
# OpenROAD 26Q1-2900-gdf79404cd8, Yosys 0.63+post, stock flow scripts
make -C /OpenROAD-flow-scripts/flow DESIGN_CONFIG=/design/flow/config.mk WORK_HOME=/design/flow/orfs finish
==> flow/config.mk <==
export PLATFORM = sky130hd
export DESIGN_NAME = alu4
export DESIGN_NICKNAME = alu4
export VERILOG_FILES = /design/flow/design.v
export SDC_FILE = /design/flow/constraint.sdc
export NUM_CORES = 4
export LEC_CHECK = 1
export CORE_AREA = 10 10 77 77
export DIE_AREA = 0 0 87 87
==> flow/constraint.sdc <==
current_design alu4

set clk_period 2.8
set clk_io_pct 0.2

create_clock -name clk0 -period $clk_period

set non_clock_inputs [all_inputs -no_clocks]
set_input_delay [expr $clk_period * $clk_io_pct] -clock clk0 $non_clock_inputs
set_output_delay [expr $clk_period * $clk_io_pct] -clock clk0 [all_outputs]
==> flow_summary.toml <==
# flow metrics
[final_layout]
areaGrowthSynthToFinish_pct = 81.0
logic_area_um2 = 857
fillers = 446
drive_gt1_share_pct = 48.4
largest_reg_flops = 1
finish.utilization_pct = 33.1
register_area_um2 = 15.0
design_area_um2 = 1440

[synth]
yosysChipArea_um2 = 797
yosysUniqueCellTypes = 38
synthesis.area_um2 = 797
async_flop_share_pct = 0
yosysWarnings = 1
flop_cell = "dlxtn_1"
synth_cells = 107
yosysMostFrequentCell = "ha_1"
top_cell_area_share_pct = 22.0
synth.area.top_cells = "ha_1 (22%), inv_1 (5.7%), fa_1 (5.0%), nand2_1 (4.7%), nor2b_1 (4.7%)"
ys_ff = 1
avgSynthCellArea_um2 = 7.45
ys_cells = 107
synth.top_cells.by_count = "ha_1 (14), inv_1 (12), nand2_1 (10)"
edf_count = 0
yosysTopAreaCell = "ha_1"

[setup_path]
worstPathArrival_ps = 2160
start_kind = "primary input"
required_ps = 2240
crit_type = "primary input to output pin"
critPathMaxFanout = 9
cp-end-kind = "output pin"

[timing]
drv_slew = 0
worst_pin_slew_ps = 306
max-slew-margin-rel_pct = 79.4
timing_hold_violations_final = 0
fin_crit_ps = 2720
fin_crit_sh_pct = 97.0
setup_tns_ps = 0
whs_ps = 1740
report.final.setup_viol = 0
finalWorstSetupSlack_ps = 84.0
unclocked_regs = 1
fmax_mhz = 368
untimed_endpoints = 2

[routing]
antenna_left = 0
remaining_drc_errors = 0
drtIter0Drc = 28
vias = 884
viasPerCell = 4.23
diodes = 0
routedWlPerCell_um = 10.8
dr.pass1.iters = 4
finalWirelength_um = 2260

[placement]
globalplace.congestion = 0.842
dp_slack_ps = -777
numPortBuffers = 17
placed_cell_area_um2 = 1270
place_hpwl_um = 1900

[power_and_ir_drop]
power_density_nw_per_um2 = 172
power.leakage_nw = 0.664
ir_worst_vdd_mv = 0.0410

[global_routing]
grt_usage_pct = 5.97
overflow = 0
antenna_found_initial = 0
grt_pass1_vias = 885
grt_max_degree = 20
grt_pass1_wl_um = 3880

[die]
die_y_um = 87
coreArea_um2 = 4350
die_w_um = 87
fp_util_pct = 18.3
rows = 24
io_pins = 17
dieArea_um2 = 7570

[hold_path]
hold_depth = 5
hold_path.class = "primary input to output pin"

[clock_network]
ctsHoldBuffers = 0

[run_status]
status = "finished clean"

[run]
warning_count = 41
max-cap-violations = 0
==> cell type report <==
cell class	count	share of cell area, %
multi-input cells	89	59.4
well taps	52	4.51
inverters	12	3.12
repair buffers	55	31.9
flip-flops and latches	1	1.04
==> through the flow <==
step	power, mW	cells
after floorplan	0.107	107
after global placement	0.212	204
after detailed placement	0.214	204
after CTS	0.247	208
after global routing	0.278	209
final	0.249	209
==> final timing paths <==
kind,start,endpoint,slack (ps)
worst max-delay path,Operation[1],F[0],80
worst min-delay path,Cin,F[1],1740
==> worst max-delay path, cell delays in order <==
cell,delay (ps)
clkdlybuf4s50_1,500
buf_6,140
inv_1,90
a211oi_2,210
a31oi_1,60
a21oi_1,120
clkdlybuf4s50_1,470
==> repair_timing <==
action | in CTS | in global routing
setup endpoints to repair | 4 | 4
gates resized | 62 | 9
pin swaps | 15 | 11
hold endpoints to repair | 0 | 0
setup buffers | 4 | 1
==> cell families (layout without fill, tap and decap cells) <==
logic type | Yosys count | in the layout | share of synthesized area, %
XOR/XNOR | 5 | 5 | 7.38
buffers and inverters | 17 | 67 | 8.63
AND/OR/NAND/NOR | 38 | 38 | 27.3
latches | 1 | 1 | 1.88
AND-OR/OR-AND | 28 | 28 | 25.3
multiplexers | 2 | 2 | 2.51
adder cells (fa/ha/maj) | 16 | 16 | 27.0
==> layer usage <==
layer	up-vias	wire length (µm)	track usage, %
li1	474	-	-
met1	403	1040	7.99
met2	7	1120	10.4
met3	0	109	0.943
met4	0	0	0
met5	-	0	0
==> cell usage in the layout, fill, tap and decap left out, types with 2 or more instances in the layout <==
master | synthesis | routed
buf_6 | 0 | 5
nand2b_1 | 5 | 5
mux2i_1 | 2 | 2
dlymetal6s2s_1 | 0 | 2
o21ai_1 | 1 | 3
a21oi_1 | 6 | 6
buf_4 | 0 | 34
nor3b_1 | 3 | 2
ha_4 | 0 | 6
nand2_1 | 10 | 9
or3b_1 | 2 | 2
buf_2 | 4 | 2
a211oi_1 | 4 | 2
fa_2 | 0 | 2
inv_1 | 12 | 3
ha_1 | 14 | 7
xnor2_1 | 3 | 2
dlygate4sd2_1 | 0 | 5
nor2b_1 | 6 | 6
a211oi_2 | 0 | 2
inv_2 | 0 | 9
clkbuf_2 | 0 | 2
a31oi_1 | 3 | 3
nor2_1 | 2 | 2
o31ai_1 | 2 | 2
clkdlybuf4s50_1 | 0 | 4
==> report_power, final <==
group | switching, mW | internal (mW) | leakage [nW] | total [mW]
sequential | 0.0000226 | 0.000620 | 0.00785 | 0.000643
clock | 0 | 0 | 0 | 0
combinational | 0.105 | 0.143 | 0.657 | 0.248
Power is estimated from default activity; no workload was simulated.
