==> design/flow/design.v <==
module first_counter (
clock ,  
reset ,  
enable ,  
counter_out  
);  
input clock ;
input reset ;
input enable ;
output [3:0] counter_out ;
wire clock ;
wire reset ;
wire enable ;
reg [3:0] counter_out ;
always @ (posedge clock)
begin : COUNTER  
if (reset == 1'b1) begin
counter_out <= #1 4'b0000;
end
else if (enable == 1'b1) begin
counter_out <= #1 counter_out + 1;
end
end  
endmodule  
==> design/flow/run.sh <==
#!/bin/bash
# OpenROAD 26Q1-2900-gdf79404cd8, Yosys 0.63+post, stock flow scripts
make -C /OpenROAD-flow-scripts/flow DESIGN_CONFIG=/design/flow/config.mk WORK_HOME=/design/flow/orfs finish
==> design/flow/config.mk <==
export PLATFORM = sky130hd
export DESIGN_NAME = first_counter
export DESIGN_NICKNAME = first_counter
export VERILOG_FILES = /design/flow/design.v
export SDC_FILE = /design/flow/constraint.sdc
export NUM_CORES = 4
export LEC_CHECK = 1
export CORE_AREA = 10 10 70 70
export DIE_AREA = 0 0 80 80
==> design/flow/constraint.sdc <==
current_design first_counter

set clk_period 1.7
set clk_io_pct 0.2

create_clock -name clk0 -period $clk_period [get_ports {clock}]

set non_clock_inputs [all_inputs -no_clocks]
set_input_delay [expr $clk_period * $clk_io_pct] -clock clk0 $non_clock_inputs
set_output_delay [expr $clk_period * $clk_io_pct] -clock clk0 [all_outputs]
==> run_results.csv <==
group,metric,value,unit
run_status,status,"finished clean",
final_layout,mostFrequentLayoutCell,"clkdlybuf4s50_1",
logic_synthesis,ys_types,11,
route,wl_met2,146,um
route,met1Wirelength,224,um
floorplan,die_area,6400,um^2
clocking,clk_latency,0.23,ns
placement,dpl_cell_area,297,um^2
route,dr_total_vias,139,
sta,fmax,681,MHz
sta,finalSetupViolations,0,
sta,worstMarginPinSlew,0.251,ns
clocking,cts_setup_buffers,0,
route,n_antenna_cell,0,
setup_path,worstSetupEndpointType,"primary output",
floorplan,die_height,80,um
job,warnings,25,
final_layout,biggestRegsByFlops,"counter_out: 4 flops",
final_layout,regMostFlops,"counter_out",
floorplan,core,3420,um^2
final_layout,largest_reg_flops,4,
job,maxCapViolCount,0,
power,leakage,0.000120,uW
sta,slew_headroom,83.2,%
global_route,gr-usage-all-layers,1.76,%
global_route,grt_overflow_total,0,
floorplan,initCoreUtil,5.24,%
placement,gp_congestion,0.647,
route,wl,470,um
route,drc,0,
sta,rsz0062_at_grt,"false",
sta,fin_crit_sh,86.3,%
clocking,cts_htree_levels,1,
placement,portBuffers,6,
floorplan,rows,21,
logic_synthesis,syn_area_per_cell,11.2,um^2
logic_synthesis,syn_inst,16,
final_layout,final_layout_size_suffix_gt1_share,24.0,%
setup_path,path_class,"reg2out",
logic_synthesis,netlist_area,179,um^2
logic_synthesis,yosysCellCount,16,
logic_synthesis,ys_seq_share,44.8,%
clocking,clk_path_buf_depth,2,
clocking,cts-resized-gates,0,
route,ant_nets,0,
clocking,cts_buffers,3,
logic_synthesis,top_area_cell,"dfxtp_1",
logic_synthesis,yosys_warnings,1,
logic_synthesis,top_cell_area_share,44.8,%
clocking,clkTransAtPathRegs,0.04,ns
final_layout,area_growth,78.3,%
power,peakVddDrop,0.213,mV
route,routed_via_density,1.96,
route,avgRoutedWirePerCell,6.62,um
setup_path,cpPeakStageDelay,0.50,ns
sta,setup_tns,0,ns
setup_path,crit_arrival,1.13,ns
sta,period_minus_slack,1.47,ns
hold_path,min_path_type,"reg2reg",
global_route,grt_pass1_vias,161,
logic_synthesis,topCellsByArea,"dfxtp_1 (45%), mux2_4 (8.4%), ha_1 (7.0%), nand4_2 (7.0%), nor2_1 (6.3%)",
setup_path,crit_path_start_kind,"flip-flop",
global_route,grt_first_pass_wirelength,834,um
setup_path,crit_family,"buffers and inverters",
setup_path,cp.required,1.36,ns
final_layout,fin_area,319,um^2
setup_path,path_buffers,1,
clocking,clock-root-buffer,"clkbuf_4",
clocking,cts_tree,"built",
global_route,antenna_found_initial,0,
sta,hold_violations,0,
setup_path,crit_path_cell_trace,"clkdlybuf4s50_1",
setup_path,cp_max_fo,4,
logic_synthesis,ys_area,179,um^2
global_route,grt_start_max_net_pins,6,
power,p_per_area,781,nW/um^2
setup_path,slowest_stage,"clkdlybuf4s50_1",
logic_synthesis,ys.flops,4,
clocking,clock_sinks,4,
sta,fin_skew,0.00331,ns
sta,slew_violations,0,
route,top_layer,"met3",
route,firstDrtPassIters,2,
route,wl_met3,100,um
clocking,hold_buffers,0,
floorplan,chipWidth,80,um
floorplan,ios,7,
route,drt-initial-drc-count,12,
final_layout,lay_top_cells,"clkdlybuf4s50_1 (6), dfxtp_1 (4), nor2_1 (3), clkbuf_4 (3)",
-- kinds of logic after synthesis --
| family | after synthesis | share of synthesized area (%) |
|---|---|---|
| AND/OR/NAND/NOR | 6 | 21.0 |
| flip-flops | 4 | 44.8 |
| AND-OR/OR-AND | 2 | 8.39 |
| multiplexers | 2 | 14.0 |
| XOR/XNOR | 1 | 4.90 |
| adder cells (fa/ha/maj) | 1 | 6.99 |
-- layer usage --
| metal | vias up | global-route usage (%) |
|---|---|---|
| li1 | 74 | - |
| met1 | 56 | 2.19 |
| met2 | 9 | 1.85 |
| met3 | 0 | 2.16 |
| met4 | 0 | 0.176 |
| met5 | - | 0 |
-- layout make-up --
| class | count | area [um^2] |
|---|---|---|
| fill | 401 | 3100 |
| multi-input combinational | 12 | 98.8 |
| sequential | 4 | 80.1 |
| timing repair buffer | 6 | 60.1 |
| tap | 46 | 57.6 |
| clock buffer | 3 | 22.5 |
-- Yosys cell counts --
library cell  n
a21bo_2       1
a21oi_1       1
dfxtp_1       4
ha_1          1
mux2_4        1
mux2i_1       1
nand3b_1      1
nand4_2       1
nor2_1        3
nor2b_1       1
xnor2_1       1
-- per-stage QoR --
step / setup slack, ns / hold WS [ns] / cells / total power, uW / util [%]
after floorplan: 0.813 / 0.409 / 16 / 116 / -
after global placement: 0.188 / 0.553 / 68 / 137 / 8.68
after detailed placement: 0.195 / 0.567 / 68 / 137 / 8.68
after CTS: 0.210 / 0.577 / 71 / 256 / 9.34
after global routing: 0.144 / 0.620 / 71 / 271 / 9.34
final: 0.232 / 0.572 / 71 / 249 / 9.34
-- path summary, 6_finish.rpt --
check,to,from,slack (ns),cells past startpoint
worst max-delay path,counter_out[0],counter_out[0],0.23,1
worst min-delay path,counter_out[3],counter_out[3],0.57,2
worst max register to register,counter_out[1],counter_out[0],0.74,3
worst min register to register,counter_out[3],counter_out[3],0.57,2
-- power by group --
group / total [uW] / switching [uW] / internal [uW]
clock network: 114 / 35.1 / 78.7
logic: 29.4 / 10.1 / 19.2
registers: 106 / 6.41 / 99.7
total: 249 / 51.6 / 198
Power figures rest on the tool's default switching activity, not on a simulated workload.
